[./design.v]
module and_gate (
    input   logic   [63:0]  in_dataA,
    input   logic   [63:0]  in_dataB,
    output  logic   [63:0]  out_data,
);
    assign out_data = in_dataA & in_dataB;
endmodule
[./run.sh]
#!/bin/bash
# OpenROAD 26Q1-2900-gdf79404cd8, Yosys 0.63+post, stock flow scripts
make -C /OpenROAD-flow-scripts/flow DESIGN_CONFIG=/design/flow/config.mk WORK_HOME=/design/flow/orfs finish
[./config.mk]
export PLATFORM = sky130hd
export DESIGN_NAME = and_gate
export DESIGN_NICKNAME = and_gate
export VERILOG_FILES = /design/flow/design.v
export SDC_FILE = /design/flow/constraint.sdc
export NUM_CORES = 4
export LEC_CHECK = 1
export CORE_AREA = 10 10 82 82
export DIE_AREA = 0 0 92 92
[./constraint.sdc]
current_design and_gate

set clk_period 1.0
set clk_io_pct 0.2

create_clock -name clk0 -period $clk_period

set non_clock_inputs [all_inputs -no_clocks]
set_input_delay [expr $clk_period * $clk_io_pct] -clock clk0 $non_clock_inputs
set_output_delay [expr $clk_period * $clk_io_pct] -clock clk0 [all_outputs]
==> run notes <==
impl run done, here's what came out: DR iter-0 viols=4, fp_density=7.89%, crit start category=input pin, slack of the critical path=0.114 ns, slowest stage delay, CP=0.22 ns, # rows=26, final hold viol count=0, Max Slew Vio Count=0, Yosys chip area=400 um^2, Chip Height=92 um, Flops=0, combinational gate area=405 um^2, fin crit period=0.886 ns, CP Capture Type=output port, CP max-delay cell=dlygate4sd2_1, clock buffer count=0, Hold WS=0.766 ns, top cells by count=and2_1 (64), CP cell instances=dlygate4sd2_1 > and2_1 > buf_2, layout cells sized above 1=25.8%, Final setup viols=0, drt wl/cell=15.5 um, cell family with most CP delay=buffers and inverters, crit path kind=in2out, setup TNS=0 ns, Die W=92 um, Slew @ Worst Pin=0.0624 ns, gpl congestion=0.790, Layout Utilization=38.2%, CP arrival=0.69 ns, Slew Limit Headroom=95.8%, post-DP HPWL=4880 um, Synth Instances=64, CP required=0.80 ns, chip area=0.00846 mm^2, Yosys cell types=1, core area=0.00507 mm^2, filler cell count=628, Place WS=-0.494 ns, maxcap violations=0, WL final=5050 um, DR DRC count=0, Leakage Power=1.15 nW, vias in the first global route=1,159, Vias=1,101, cell total in the yosys stat output=64, Ys Warns=0, Synth Seq Share=0%, Max-area cell share=100%, area delta synth->final=385%, Synth area leader=and2_1, Worst Hold Class=in2out, Max Clock Freq=1130 MHz, Overflow after GRT=0, Final period util=88.6%, Flop area=0 um^2, CP bufs+invs=2, I/O Buffers=192, I/O pin count=192, antenna violation net count after detailed routing=0, Critical Path Fanout Max=1, outcome=finished clean, antenna violations before repair=0, Mapped Area=400 um^2, top-count cell post-synth=and2_1, first-pass iteration count of the detailed router=3, RSZ-0062 raised after global routing=false, global-route wire length before repair=7150 um, largest net degree at the start of global routing=2, antenna diode count=0, GRT Util Overall=10.7%, tool warning count=32, Hold Buf Count CTS=0, Worst IR Drop VDD=97.2 uV, Vias/cell=3.38, top post-synthesis cells by area=and2_1 (100%), PD cells=260 mW/mm^2, syn_area_per_cell=6.26 um^2
[power by group]
group	switching (W)	total, W	internal, W
Sequential	0	0	0
Combinational	0.000103	0.000505	0.000402
Clock	0	0	0
[cell usage in the layout (no fill, tap or decap)]
cell type and count:
and2_4 2, dlygate4sd2_1 128, buf_6 1, and2_1 62, buf_2 63
[per-layer routing]
metal  routed length, um  track usage [%]  vias to the layer above
li1                    -                -                      576
met1                1780             11.3                      428
met2                2610             20.2                       97
met3                 654             4.61                        0
met4                   0                0                        0
met5                   0                0                        -
[final timing paths]
kind / from / end / slack (ns) / depth (start not counted)
hold / removal: in_dataA[31] / out_data[31] / 0.77 / 3
setup / recovery: in_dataB[55] / out_data[55] / 0.11 / 3
[what timing repair did]
item / CTS / global route
buffers inserted: 0 / 0
resized: 326 / 0
endpoints found under the setup margin: 64 / 0
[kinds of logic after synthesis]
family	synth area share [%]
AND/OR/NAND/NOR	100
[area by class of cell]
cell class / instances / share of cell area, %
repair buffers: 192 / 74.6
multi-input cells: 64 / 20.9
well taps: 70 / 4.51
[stage by stage]
stage | instances | power, W | area [um^2]
after floorplan | 64 | 0.0000628 | 400
after global placement | 326 | 0.000815 | 2410
after detailed placement | 326 | 0.000819 | 2410
after CTS | 326 | 0.000520 | 1940
after global routing | 326 | 0.000566 | 1940
final | 326 | 0.000505 | 1940
Power figures rest on the tool's default switching activity, not on a simulated workload.
