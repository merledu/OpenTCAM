===== ./config.mk =====
export PLATFORM = sky130hd
export DESIGN_NAME = priority_encoder_64x6
export DESIGN_NICKNAME = priority_encoder_64x6
export VERILOG_FILES = /design/flow/design.v
export SDC_FILE = /design/flow/constraint.sdc
export NUM_CORES = 4
export LEC_CHECK = 1
export CORE_AREA = 10 10 72 72
export DIE_AREA = 0 0 82 82

===== ./constraint.sdc =====
current_design priority_encoder_64x6

set clk_period 10.4
set clk_io_pct 0.2

create_clock -name clk0 -period $clk_period

set non_clock_inputs [all_inputs -no_clocks]
set_input_delay [expr $clk_period * $clk_io_pct] -clock clk0 $non_clock_inputs
set_output_delay [expr $clk_period * $clk_io_pct] -clock clk0 [all_outputs]

===== ./design.v =====
module priority_encoder_64x6 (
    input   logic [63:0]    in_data,
    output  logic [5:0]     out_data
);    
    always @(*) begin
        if(in_data[63] == 1)        out_data=6'd63;
        else if(in_data[62] == 1)   out_data=6'd62;
        else if(in_data[61] == 1)   out_data=6'd61;
        else if(in_data[60] == 1)   out_data=6'd60;
        else if(in_data[59] == 1)   out_data=6'd59;
        else if(in_data[58] == 1)   out_data=6'd58;
        else if(in_data[57] == 1)   out_data=6'd57;
        else if(in_data[56] == 1)   out_data=6'd56;
        else if(in_data[55] == 1)   out_data=6'd55;
        else if(in_data[54] == 1)   out_data=6'd54;
        else if(in_data[53] == 1)   out_data=6'd53;
        else if(in_data[52] == 1)   out_data=6'd52;
        else if(in_data[51] == 1)   out_data=6'd51;
        else if(in_data[50] == 1)   out_data=6'd50;
        else if(in_data[49] == 1)   out_data=6'd49;
        else if(in_data[48] == 1)   out_data=6'd48;
        else if(in_data[47] == 1)   out_data=6'd47;
        else if(in_data[46] == 1)   out_data=6'd46;
        else if(in_data[45] == 1)   out_data=6'd45;
        else if(in_data[44] == 1)   out_data=6'd44;
        else if(in_data[43] == 1)   out_data=6'd43;
        else if(in_data[42] == 1)   out_data=6'd42;
        else if(in_data[41] == 1)   out_data=6'd41;
        else if(in_data[40] == 1)   out_data=6'd40;
        else if(in_data[39] == 1)   out_data=6'd39;
        else if(in_data[38] == 1)   out_data=6'd38;
        else if(in_data[37] == 1)   out_data=6'd37;
        else if(in_data[36] == 1)   out_data=6'd36;
        else if(in_data[35] == 1)   out_data=6'd35;
        else if(in_data[34] == 1)   out_data=6'd34;
        else if(in_data[33] == 1)   out_data=6'd33;
        else if(in_data[32] == 1)   out_data=6'd32;
        else if(in_data[31] == 1)   out_data=6'd31;
        else if(in_data[30] == 1)   out_data=6'd30;
        else if(in_data[29] == 1)   out_data=6'd29;
        else if(in_data[28] == 1)   out_data=6'd28;
        else if(in_data[27] == 1)   out_data=6'd27;
        else if(in_data[26] == 1)   out_data=6'd26;
        else if(in_data[25] == 1)   out_data=6'd25;
        else if(in_data[24] == 1)   out_data=6'd24;
        else if(in_data[23] == 1)   out_data=6'd23;
        else if(in_data[22] == 1)   out_data=6'd22;
        else if(in_data[21] == 1)   out_data=6'd21;
        else if(in_data[20] == 1)   out_data=6'd20;
        else if(in_data[19] == 1)   out_data=6'd19;
        else if(in_data[18] == 1)   out_data=6'd18;
        else if(in_data[17] == 1)   out_data=6'd17;
        else if(in_data[16] == 1)   out_data=6'd16;
        else if(in_data[15] == 1)   out_data=6'd15;
        else if(in_data[14] == 1)   out_data=6'd14;
        else if(in_data[13] == 1)   out_data=6'd13;
        else if(in_data[12] == 1)   out_data=6'd12;
        else if(in_data[11] == 1)   out_data=6'd11;
        else if(in_data[10] == 1)   out_data=6'd10;
        else if(in_data[9] == 1)    out_data=6'd9;
        else if(in_data[8] == 1)    out_data=6'd8;
        else if(in_data[7] == 1)    out_data=6'd7;
        else if(in_data[6] == 1)    out_data=6'd6;
        else if(in_data[5] == 1)    out_data=6'd5;
        else if(in_data[4] == 1)    out_data=6'd4;
        else if(in_data[3] == 1)    out_data=6'd3;
        else if(in_data[2] == 1)    out_data=6'd2;
        else if(in_data[1] == 1)    out_data=6'd1;
        else
            out_data=6'd0;
    end
endmodule

===== ./run.sh =====
#!/bin/bash
# OpenROAD 26Q1-2900-gdf79404cd8, Yosys 0.63+post, stock flow scripts
make -C /OpenROAD-flow-scripts/flow DESIGN_CONFIG=/design/flow/config.mk WORK_HOME=/design/flow/orfs finish

==> metrics.yaml <==
pwr:
  seqPwrFrac_pct: 0
  pwr-share-comb_pct: 100.0
  p_int_uw: 28.3
  power.share.clock_pct: 0
  peakVddDrop_mv: 0.0117
  p_switching_uw: 17.9
  power-per-cell-area_nw_per_um2: 30.6
  p_leak_nw: 0.507
  power.switching_fraction_pct: 38.8
yosys:
  post_synth_inst_count: 135
  postSynthAreaPerCell_um2: 5.64
  synth.lib_cells_used.distinct: 32
  yosys-stat-area_um2: 762
  area_leader_share_pct: 15.6
  synth_warn: 1
  postSynthSeqShare_pct: 0
  synth_area_um2: 762
  synth.area.top_cells: "nor4_1 (16%), nor2_1 (13%), a21oi_1 (5.9%)"
  post-synth-top-area-cell: "nor4_1"
  synth.yosys.num_cells: 135
timing:
  period_minus_slack_ps: 6350
  slew_headroom_pct: 54.7
  final_max_tran_viols: 0
  final_setup_violation_count: 0
  share_of_the_clock_period_used_by_the_worst_path_pct: 61.1
  timing_worst_slew_pin_value_ps: 673
  fmaxAchievable_ghz: 0.157
  hold_ws_ps: 5250
  grt_setup_unrepaired: "no"
  fin_setup_tns_ps: 0
  finalHoldViolCount: 0
detailed_routing:
  wl_per_cell_um: 14.9
  route.antenna.remaining_nets: 0
  drc: 0
  detail_route.antenna_diodes: 0
  detailroute.via_count: 1236
  drt-initial-drc-count: 63
  post_drt_via_cell_ratio: 4.90
  detail_route.wirelength_um: 3750
  drt_first_pass_iters: 4
setup_path:
  critPathLaunchType: "input port"
  critPathKind: "input port to primary output"
  crit_path_cell_trace: "clkdlybuf4s50_1 > nor4_1 > nand2_1 > o211ai_2 > a31oi_1 > o21ai_1 > clkdlybuf4s50_1"
  crit_fanout: 3
  crit_path_top_delay_cell: "nor4_1"
  worst_setup_path_end_kind: "primary output"
  crit_top_cell: "clkdlybuf4s50_1"
  cp_data_required_time_ps: 8320
  cp.arrival_ps: 4270
  critical-path-max-stage-delay_ps: 610
placed_design:
  place_hpwl_um: 3370
  numPortBuffers: 69
  place_congestion: 0.888
clock_network:
  holdBufCountCts: 0
  cts_setup_buffers: 0
  cts_repair_resize_count: 0
global_route:
  grt_overflow_total: 0
  grt_antenna_before_repair: 0
  first_pass_grt_wire_length_um: 5550
  first_global_vias: 1250
  grt_max_degree: 7
  grt_use_total_pct: 10.1
floorplan:
  pin_count: 70
  die_area_um2: 6720
  floorplan.core_util_pct: 20.7
  num_rows: 22
  design.core.area_um2: 3690
  die.size.x_um: 82
  die_height_um: 82
run_status:
  status: "complete, no violations"
job:
  tool_warnings: 33
  max-cap-violations: 0
hold_path:
  min_path_type: "input port to primary output"
finish:
  layout-drive-gt1-share_pct: 0.980
  finish.utilization_pct: 41.0
  sequential_cell_total: 0
  clockBufferCount: 0
  seqCellArea_um2: 0
  syn2layout_area_growth_pct: 98.5
==> synth_stat cells <==
master     number
nor2_1         27
nor4_1         19
inv_1          12
a21oi_1         9
nand2_1         9
o21ai_0         7
nand2b_1        6
nor3_1          6
o31ai_1         5
o211ai_1        4
a2111oi_0       3
or4_1           3
a31oi_1         2
nand3_1         2
nor2b_1         2
o2111ai_1       2
o21bai_1        2
a21o_1          1
a221o_1         1
a221oi_1        1
a22oi_1         1
a311oi_1        1
and3_1          1
o211a_1         1
o211ai_2        1
o21a_1          1
o21ai_1         1
o21ba_1         1
o221ai_1        1
o311ai_0        1
o31a_1          1
or4_4           1
==> layer usage <==
layer,up-vias,track usage [%],share of wire (%)
li1,673,-,-
met1,531,13.8,47
met2,32,16.9,48
met3,0,2.09,5.4
met4,0,0,0
met5,-,0,0
==> final timing paths <==
kind	from	end	slack [ps]	depth (start not counted)
worst max-delay path	in_data[24]	out_data[2]	4050	7
worst min-delay path	in_data[56]	out_data[2]	5250	5
==> layout make-up <==
type,instances,area [µm²]
repair buffers,69,691
multi-input cells,123,717
well taps,48,60.1
inverters,12,45.0
fillers,407,2180
==> kinds of logic (layout without fill, tap and decap cells) <==
family	after synthesis	after routing	share of synthesized area, %
and+or+nand+nor	76	76	50.4
AOI/OAI and AO/OA	47	47	43.7
buffers and inverters	12	81	5.91
==> power groups by stage <==
stage     clock, mW  sequential (mW)  combinational, mW
4_1_cts           0                0             0.0463
5_1_grt           0                0             0.0505
6_report          0                0             0.0463
==> cells in the final DEF, fill, tap and decap left out, types with 3 or more instances in the layout <==
| cell type | instances |
|---|---|
| nor3_1 | 6 |
| o21ai_0 | 7 |
| nor4_1 | 19 |
| o31ai_1 | 5 |
| inv_1 | 12 |
| o211ai_1 | 4 |
| a2111oi_0 | 3 |
| nand2b_1 | 6 |
| nand2_1 | 9 |
| or4_1 | 3 |
| a21oi_1 | 9 |
| clkdlybuf4s50_1 | 69 |
| nor2_1 | 27 |
==> critical path, delay by kind of cell <==
family	cells	cell delay, ps
buf+inv	2	920
simple gates	2	780
compound gates	3	480
==> through the flow <==
stage | total power, mW | setup slack, ps | area (µm²) | instances
floorplan | 0.0111 | 5220 | 762 | 135
global placement | 0.0462 | 4040 | 1510 | 252
detailed placement | 0.0461 | 4020 | 1510 | 252
CTS | 0.0463 | 4030 | 1510 | 252
global route | 0.0505 | 3870 | 1510 | 252
finish | 0.0463 | 4050 | 1510 | 252
Power figures rest on the tool's default switching activity, not on a simulated workload.
